### /design/flow/design.v
module mux4(A,B, C, D, Sel, Y);
	input [3:0] A;
	input [3:0] B;
	input [3:0] C;
	input [3:0] D;
	input [1:0] Sel;
	output [3:0] Y;
	reg [3:0] Y;
	always @ (Sel)
	begin
		case (Sel)
		2'b00: Y = A; 
		2'b01: Y = B;
		2'b10: Y = C;
		2'b11: Y = D;
		endcase
	end
endmodule
module BCD7Seg(bcd, seg);
    input [3:0] bcd;  
    output [6:0] seg;
    reg [6:0] seg;
    always @(bcd)
    begin
        case (bcd)  
            0 : seg = 7'b0000001;
            1 : seg = 7'b1001111;
            2 : seg = 7'b0010010;
            3 : seg = 7'b0000110;
            4 : seg = 7'b1001100;
            5 : seg = 7'b0100100;
            6 : seg = 7'b0100000;
            7 : seg = 7'b0001111;
            8 : seg = 7'b0000000;
            9 : seg = 7'b0000100;
            default : seg = 7'b1111111; 
        endcase
    end
endmodule
module SPIComms_top (clk, sck, mosi, cs, selOut, seg);
	input clk;
	input sck;
	input mosi;
	input cs;
	output [6:0] seg;
	output [3:0] selOut;
	wire [15:0] dataOut;
	wire [15:8] binary = dataOut[15:8];
	wire [7:0] binary2 = dataOut[7:0];
	wire rdy;
	wire [23:0] clk_out;
	wire [1:0] displaySel;
	wire [3:0] Y;
	wire [3:0] bcdA;
	wire [3:0] bcdB;
	wire [3:0] bcdC;
	wire [3:0] bcdD;
	clkDiv clkThread(.clk_in(clk), .clk_out(clk_out));
	SPI_Module SPIThread(.clk(clk), .sck(sck), .mosi(mosi), .cs(cs), .input_shiftreg(dataOut), .done(rdy));
	Bin2BCD bcdThread(.binary(binary), .thousands(bcdD), .hundreds(bcdC));
	Bin2BCD_2 bcd2Thread(.binary(binary2), .tens(bcdB), .ones(bcdA));
	rotateDisplay rotateThread(.clk(clk_out[10]), .cnt(displaySel), .selOut(selOut));
	mux4 muxThread(.A(bcdA), .B(bcdB), .C(bcdC), .D(bcdD), .Sel(displaySel), .Y(Y));
	BCD7Seg segThread(.bcd(Y), .seg(seg));
endmodule
module SPI_Module(clk, sck, mosi, cs, input_shiftreg, done);
	input clk;  
	input sck;  
	input mosi;  
	input cs;  
	output [15:0] input_shiftreg;  
	output done;  
	reg [2:0] sck_record;  
	always @(posedge clk)
	sck_record <= { sck_record[1:0], sck};
	reg [2:0] cs_record;  
	always @(posedge clk)
	cs_record <= { cs_record[1:0], cs};
	reg current_state;
	reg [3:0] bitcounter;
	reg [15:0] input_shiftreg;
	always @(posedge clk) begin
		if (cs_record[2:1] == 2'b01) begin  
			current_state <= 0;  
			bitcounter <=0;
		end else if (cs_record[2:1] == 2'b10) begin	 
			bitcounter <= 0;  
			current_state <= 1;  
		end else if (current_state == 1'b1 && sck_record[2:1] == 2'b01) begin
			input_shiftreg = input_shiftreg << 1;
			input_shiftreg[0] = mosi;
			bitcounter <= bitcounter + 1;
			if (bitcounter == 16)  
				current_state <= 0;
		end else begin
			input_shiftreg <= input_shiftreg;
		end
	end
	wire done = (bitcounter == 16);
endmodule
module Bin2BCD(binary, thousands, hundreds);
input [7:0] binary;
output [3:0] thousands;
output [3:0] hundreds;
reg [3:0] thousands;
reg [3:0] hundreds;
integer i;
always @ (binary)
begin
	thousands = 0;
	hundreds = 0;
for (i= 7; i>=0; i=i-1)
	begin
		if (thousands >= 5)
		thousands = thousands + 3;
		if (hundreds >= 5)
		hundreds = hundreds + 3;
		thousands = thousands << 1;
		thousands[0] = hundreds[3];
		hundreds = hundreds << 1;
		hundreds[0] = binary[i];
   end
end
endmodule
module Bin2BCD_2(binary, tens, ones);
input [7:0] binary;
output [3:0] tens;
output [3:0] ones;
reg [3:0] tens;
reg [3:0] ones;
integer i;
always @ (binary)
begin
	tens = 0;
	ones = 0;
for (i= 7; i>=0; i=i-1)
	begin
		if (tens >= 5)
		tens = tens+ 3;
		if (ones >= 5)
		ones = ones + 3;
		tens = tens << 1;
		tens[0] = ones[3];
		ones = ones << 1;
		ones[0] = binary[i];
   end
end
endmodule
module clkDiv(clk_in, clk_out);
	input clk_in;
	output [23:0] clk_out;
	reg [23:0] clk_out = 23'd0;
	always @(posedge clk_in)
		begin 
			clk_out <= clk_out + 23'd1;  
		end
endmodule
module rotateDisplay (clk, cnt, selOut);
input clk;
output [1:0] cnt;
output [3:0] selOut;
reg [3:0] selOut;
reg [1:0] cnt = 2'b00;
always @ (posedge clk)
begin 
	cnt <= cnt + 1'b1;
end
always @(cnt)
begin
	case (cnt)
	2'b00: selOut = 4'b1110;  
	2'b01: selOut = 4'b1101;  
	2'b10: selOut = 4'b1011;  
	2'b11: selOut = 4'b0111;  
	endcase 
end
endmodule
### /design/flow/run.sh
#!/bin/bash
# OpenROAD 26Q1-2900-gdf79404cd8, Yosys 0.63+post, stock flow scripts
make -C /OpenROAD-flow-scripts/flow DESIGN_CONFIG=/design/flow/config.mk WORK_HOME=/design/flow/orfs finish
### /design/flow/config.mk
export PLATFORM = sky130hd
export DESIGN_NAME = SPIComms_top
export DESIGN_NICKNAME = SPIComms_top
export VERILOG_FILES = /design/flow/design.v
export SDC_FILE = /design/flow/constraint.sdc
export NUM_CORES = 4
export LEC_CHECK = 1
export CORE_UTILIZATION = 50
### /design/flow/constraint.sdc
current_design SPIComms_top

set clk_period 9.5
set clk_io_pct 0.2

create_clock -name clk0 -period $clk_period [get_ports {clk}]

set non_clock_inputs [all_inputs -no_clocks]
set_input_delay [expr $clk_period * $clk_io_pct] -clock clk0 $non_clock_inputs
set_output_delay [expr $clk_period * $clk_io_pct] -clock clk0 [all_outputs]
==> deck_impl_summary.md <==
Physical Implementation Snapshot

Synthesis
  • Post-synthesis cell area: 0.003655 mm²
  • Yosys Instances: 401
  • Top logic family: AND-OR/OR-AND gates
  • Top_reg_cell synth: dfxtp_1
  • Post-synth area hogs: ha_1 (13%), edfxtp_1 (13%), dfxtp_1 (11%), inv_1 (3.7%), xnor2_1 (3.4%)
  • Mux share: 6.915%
  • Area share, top type: 13.35%
  • Chip Area, Yosys: 0.003655 mm²
  • Post-synth ARST share: 0%
  • Post-Syn Area per Cell: 9.114 µm²
  • Yosys warns: 7
  • Post-synth top area cell: ha_1
  • Post-synthesis sequential area ratio: 24.10%
  • Simple share: 18.01%
  • Post-synth cell types: 90
  • Yosys reg bits: 36
  • Cells after Synth: 401
  • Ao+oa area frac: 26.26%
  • XOR/XNOR Area Share: 5.683%
  • Number of enable flip-flop cells: 16
  • Adder share: 13.35%

Setup path
  • Slowest cell on crit path: edfxtp_1
  • Max Fanout on Critical Path: 8
  • Worst Setup Path Type: flip-flop to output pin
  • CP arrival: 7110 ps
  • Max incr delay on CP: 410 ps
  • Critical path startpoint category: flip-flop
  • CP endpoint kind: output pin
  • Crit path DRT: 7600 ps

Finish
  • Area growth syn-to-layout: 10.61%
  • Share of layout cells above drive strength 1: 15.07%
  • Post-route cell area: 0.004043 mm²
  • Filler cells: 595

GRT
  • Total grt overflow: 0
  • Antenna violations before repair: 0
  • Vias in the first global route: 2636
  • Pin count of the biggest net entering global routing: 17
  • First-pass GRT wire length: 12390 µm
  • All-Layer GR Usage: 20.67%

Drt
  • Via Count: 2998
  • Wirelength, routed: 7301 µm
  • Via/cell ratio: 5.833
  • WL per Instance: 14.20 µm
  • Ant. Diodes: 0
  • Initial DRT Pass Iterations: 4
  • Initial detailed-routing violation count: 102
  • DRC errors left: 0
  • Routed Antenna Nets: 0

Power
  • Total chip power: 414.7 µW
  • Maximum VDD drop: 0.08179 mV
  • Lkg Pwr: 1.653 nW
  • PwrDens: 102.6 mW/mm²

Clock network
  • Htree depth: 2
  • Bufs on Longest Clock Path: 2
  • CTS tree: yes
  • CTS root buf: clkbuf_8
  • Hold_buf cts: 0
  • Reg clk slew, reported paths: 70 ps
  • TritonCTS Buffers: 5
  • Clk ins delay skew pair: 280 ps

STA
  • Minimum clock period after layout: 9014 ps
  • Final tally of hold violations: 0
  • Register pins left without a clock: 2
  • Slew margin rel.: 47.79%
  • Fmax: 110.9 MHz
  • Worst-Margin Slew: 782.6 ps
  • Hold Slack: 329.1 ps
  • Number of unconstrained endpoints: 6
  • Final Skew: 4.207 ps
  • Final period util: 94.88%
  • Final setup fails: 0
  • Setup TNS: 0 ps
  • Final Max Slew Viols: 0

Worst hold path
  • Hold Path Class: flip-flop to flip-flop

Floorplan
  • Io pins: 15
  • Die width: 87.50 µm
  • Die area: 0.007655 mm²
  • FP Util: 52.63%
  • Core box area: 0.006944 mm²
  • Die Height: 87.50 µm
  • Row cnt: 30

Placed design
  • HPWL Detailed: 5615 µm
  • Dpl cell area: 0.003854 mm²
  • Port buffer count: 14
  • RD Place Congestion: 0.8763

Flow run
  • Number of OpenROAD warnings: 46
  • Maxcap violations: 0

Outcome
  • Status: complete, no violations
[final timing paths]
check / end / slack [ps] / start / cells after the start
worst max register to register: SPIThread.input_shiftreg[11] / 7770 / SPIThread.cs_record[1] / 3
worst min-delay path: SPIThread.sck_record[1] / 330 / SPIThread.sck_record[0] / 0
worst min register to register: SPIThread.sck_record[1] / 330 / SPIThread.sck_record[0] / 0
worst max-delay path: seg[3] / 490 / SPIThread.input_shiftreg[6] / 32
[sequential cells by signal (all words and copies together) (netlist names)]
signal,count
SPIThread.cs_record,3
SPIThread.current_state,1
SPIThread.input_shiftreg,16
SPIThread.sck_record,3
clkThread.clk_out,11
rotateThread.cnt,2
[routing by layer]
metal,routed length (µm),vias to the layer above,GRT usage (%)
met1,3945,1389,34.44
met5,0,-,0
met3,262,4,3.077
met2,3059,60,29.90
met4,34,0,1.490
li1,-,1545,-
[cells in the final DEF (no fill, tap or decap), drive strengths merged, types with 8 or more instances in the layout]
cell	instances
nand2	19
inv	39
nand2b	9
xnor2	16
nand3	14
dfxtp	20
mux2i	13
clkdlybuf4s50	14
a211oi	9
nor3	8
nor2	26
o21ai	21
a21oi	20
ha	39
edfxtp	16
[layout make-up]
cell class / instances / area, µm² / area share, %
Multi-Input combinational cell: 316 / 2624 / 64.90
Inverter: 39 / 146.4 / 3.621
Timing Repair Buffer: 19 / 177.7 / 4.395
Sequential cell: 36 / 880.8 / 21.79
Clock buffer: 6 / 82.58 / 2.043
Tap cell: 96 / 120.1 / 2.971
Clock inverter: 2 / 11.26 / 0.2786
[timing repair]
action / CTS / global route
gates resized: 2 / 11
pin swaps: 0 / 2
buffers inserted: 0 / 5
endpoints found under the setup margin: 7 / 7
gates cloned: 0 / 0
[logic make-up after synthesis]
group | Yosys count
XOR/XNOR | 22
adder cells (fa/ha/maj) | 39
multiplexers | 20
flip-flops | 36
AND-OR/OR-AND | 117
buffers and inverters | 49
AND/OR/NAND/NOR | 118
[metrics by stage]
stage | std cells | util [%] | setup slack (ps)
floorplan | 401 | - | 1352
global placement | 501 | 55.50 | 414.2
detailed placement | 501 | 55.50 | 218.2
CTS | 509 | 56.97 | 49.42
global route | 514 | 58.22 | -60.99
finish | 514 | 58.22 | 486.0
[cell usage after synthesis, types with 4 or more instances]
library cell,count
mux2_2,4
mux2i_1,11
o221ai_1,4
inv_1,36
xor2_1,6
a21oi_1,18
a211oi_1,8
edfxtp_1,16
nand2b_1,8
dfxtp_1,20
o21ai_0,14
nand4_1,6
and3_1,5
a211o_1,4
or3_1,4
o211ai_1,7
xnor2_1,14
ha_1,39
nor2b_1,7
nand2_1,19
o21ai_1,6
o211a_1,4
nand3_1,14
nor2_1,25
nor3_1,8
[power breakdown]
part	switching, mW	internal (mW)
clock	0.0517	0.0584
sequential	0.00333	0.156
combinational	0.0722	0.0727
[worst max-delay path, delay by kind of cell, from the launching register on]
family / cells / cell delay, ps
compound gates: 9 / 2060
fa+ha+maj: 7 / 1680
flops: 1 / 410
simple gates: 6 / 1170
xor+xnor: 4 / 660
buf+inv: 6 / 850
No activity file was given, so power comes from the tool's default toggle rates.
